`/design/flow/design.v`:
```
module register1(
	input wire D,
	input wire clk,
	input wire nOE,
	input wire nWE,
	output wire Q
);
reg  R ;
always @(posedge clk) begin
	if(nWE==1'b0) R<=D;
end
assign Q=nOE==1'b0 ? R : 1'hz ;
endmodule
module register1as(
	input wire D,
	input wire clk,
	input wire nOE,
	input wire nWE,
	input wire clr,
	output wire Q
);
reg  R ;
always @(posedge clk or negedge clr) begin
	if(clr==1'b0) R<=1'b1 ;
	else
		if(nWE==1'b0) R<=D;
end
assign Q=nOE==1'b0 ? R : 1'hz ;
endmodule
module register8(
	input wire [7:0]D,
	input wire clk,
	input wire nOE,
	input wire nWE,
	output wire [7:0]subPort,
	output wire [7:0]Q
);
reg [7:0] R ;
assign subPort=R ;
always @(posedge clk) begin
	if(nWE==1'b0) R<=D;
end
assign Q=nOE==1'b0 ? R : 8'hz ;
endmodule
module register8AC(
	input wire [7:0]D,
	input wire clk,
	input wire nOE,
	input wire nWE,
	input wire clr,
	output wire [7:0]subPort,
	output wire [7:0]Q
);
reg [7:0] R ;
assign subPort=R ;
always @(posedge clk, posedge clr) begin
	if(clr)
		R<=8'b0 ;
	else
		if(nWE==1'b0) R<=D;
end
assign Q=nOE==1'b0 ? R : 8'hz ;
endmodule
module register16(
	input wire [15:0]D,
	input wire clk,
	input wire nOE,
	input wire nWE,
	output wire [15:0]subPort,
	output wire [15:0]Q
);
reg [15:0] R ;
assign subPort=R ;
always @(posedge clk) begin
	if(nWE==1'b0) R<=D;
end
assign Q=nOE==1'b0 ? R : 16'hz ;
endmodule
module register32(
	input wire [31:0]D,
	input wire clk,
	input wire nOE,
	input wire nWE,
	input wire clr,
	output wire [31:0]Q
);
reg [31:0] R ;
always @(posedge clk or posedge clr) begin
	if(clr) begin
		R<=32'h0 ;
	end
	else begin
		if(nWE==1'b0) R<=D;
	end
end
assign Q=R ;
endmodule
```
`/design/flow/run.sh`:
```
#!/bin/bash
# OpenROAD 26Q1-2900-gdf79404cd8, Yosys 0.63+post, stock flow scripts
make -C /OpenROAD-flow-scripts/flow DESIGN_CONFIG=/design/flow/config.mk WORK_HOME=/design/flow/orfs finish
```
`/design/flow/config.mk`:
```
export PLATFORM = sky130hd
export DESIGN_NAME = register32
export DESIGN_NICKNAME = register32
export VERILOG_FILES = /design/flow/design.v
export SDC_FILE = /design/flow/constraint.sdc
export NUM_CORES = 4
export LEC_CHECK = 1
export CORE_AREA = 10 10 109 109
export DIE_AREA = 0 0 119 119
```
`/design/flow/constraint.sdc`:
```
current_design register32

set clk_period 1.1
set clk_io_pct 0.2

create_clock -name clk0 -period $clk_period [get_ports {clk}]

set non_clock_inputs [all_inputs -no_clocks]
set_input_delay [expr $clk_period * $clk_io_pct] -clock clk0 $non_clock_inputs
set_output_delay [expr $clk_period * $clk_io_pct] -clock clk0 [all_outputs]
```
==> flow_summary.json <==
{
  "top_logic_kind": "multiplexers",
  "postSynthSeqShare_pct": 59.4,
  "ff_latch_area_um2": 801,
  "routed_wl_mm": 3.41,
  "synth_area_leader_cell": "dfrtp_1",
  "htree_num_levels": 2,
  "worst_pin_slew_ps": 176,
  "grt_pass1_wl_mm": 5.44,
  "layout.cells.most_common_list": "33 x clkdlybuf4s50_1, 32 x dfrtp_1, 30 x mux2_4",
  "die_w_um": 119,
  "cpPeakStageDelay_ps": 380,
  "dp.cells": 268,
  "skew_ps": 0,
  "synth.area.top_cells": "dfrtp_1 59%, mux2_4 33%, buf_12 4.5%",
  "drt_pre_antenna_iters": 3,
  "drtAntennaViolNets": 0,
  "cts_tree": "yes",
  "holdWs_ps": 273,
  "ys_area_um2": 1350,
  "stdcell_count": 286,
  "layout_top_cell": "clkdlybuf4s50_1",
  "wire_per_inst_um": 11.9,
  "required_ps": 880,
  "path_class": "flop to output pin",
  "largest_reg_flops": 32,
  "syn_to_final_growth_pct": 67.8,
  "crit_path_top_delay_cell": "dfrtp_1",
  "finalCritPeriodShare_pct": 96.0,
  "die-area_um2": 14200,
  "largestRegisters": "R x32",
  "cellLeakagePower_nw": 1.04,
  "io_pins": 68,
  "finalHoldViolCount": 0,
  "yosysWarnings": 6,
  "ys.flops": 32,
  "grt_pass1_vias": 953,
  "clock.latency.late_pin_ps": 270,
  "grt_max_degree": 20,
  "fin_crit_ps": 1060,
  "fp-row-count": 36,
  "cts_root_buffer": "clkbuf_8",
  "fmax_ghz": 0.947,
  "crit_path_end_kind": "output pin",
  "synth_area_per_cell_um2": 19.5,
  "drt-vias-per-instance": 3.00,
  "ir_drop_uv": 412,
  "cts.sinks": 32,
  "hp-class": "input port to asynchronous set/reset pin",
  "gp_congestion": 0.686,
  "num_vias": 857,
  "warnings": 27,
  "yosysTopAreaCellShare_pct": 59.4,
  "antenna_found_initial": 0,
  "synth_area_um2": 1350,
  "worst-path-buf-inv": 1,
  "top_register": "R",
  "dieHeight_um": 119,
  "yosysUniqueCellTypes": 6,
  "layout_setup_ws_ps": 44.3,
  "mux_share_pct": 35.1,
  "fp_util_pct": 14.0,
  "place_ws_ps": 17.6,
  "setup-tns-final_ps": 0,
  "crit_fanout": 2,
  "cts_buffers": 5,
  "combGateArea_um2": 473,
  "maxSlewHeadroom_pct": 88.3,
  "crit_arrival_ps": 840,
  "max-cap-violations": 0,
  "synth_cells": 69,
  "dp_hpwl_mm": 2.54,
  "initialDrtViolationCount": 11,
  "antennaDiodeCount": 0,
  "xor_area_share_pct": 0,
  "setup_viol": 0,
  "cpLargestDelayFamily": "flip-flops",
  "final_max_slew_viol_count": 0,
  "fill_cells": 1053,
  "ys_sh_simple_pct": 0,
  "cellPowerDensity_nw_per_um2": 1230,
  "ys_sh_adder_pct": 0,
  "coreArea_um2": 9640,
  "cts.path.max_buffers": 2,
  "grt.overflow.total": 0,
  "drc": 0,
  "path_cells": "clkdlybuf4s15_1",
  "cp-start-kind": "flop",
  "drive_gt1_share_pct": 45.1,
  "ys_cells": 69,
  "port_buffers": 66,
  "total_power_w": 0.00277,
  "clkSlewWorstSetupHoldPaths_ps": 70,
  "status": "finished, final reports clean",
  "synthAoiAreaFrac_pct": 0,
  "grt_usage_pct": 4.73
}
[worst paths after layout]
| path | slack [ps] | endpoint | cells after the start | start |
|---|---|---|---|---|
| max | 40 | Q[8] | 1 | R[8] |
| min | 270 | R[5] | 3 | clr |
| max reg2reg | 120 | R[14] | 3 | R[14] |
| min reg2reg | 510 | R[12] | 1 | R[12] |
| max in group asynchronous | 610 | R[29] | 3 | clr |
| min in group clk0 | 440 | R[3] | 3 | nWE |
[routing by layer]
metal	vias to the layer above	wire length, um	global-route usage, %
met4	0	70	0.992
li1	406	-	-
met2	39	1590	7.30
met5	-	0	0
met1	408	1500	6.20
met3	4	239	1.82
[cells in the mapped netlist]
| cell type | instances |
|---|---|
| mux2_2 | 2 |
| inv_1 | 1 |
| buf_12 | 3 |
| buf_6 | 1 |
| dfrtp_1 | 32 |
| mux2_4 | 30 |
[logic make-up after synthesis]
group / after synthesis
multiplexers: 32
flip-flops: 32
buffers and inverters: 5
[cell type report]
type / instances / share of cell area, %
inverter: 1 / 0.166
sequential: 32 / 35.4
tap: 133 / 7.35
clock buffer: 5 / 3.04
multi-input combinational: 32 / 20.9
timing repair buffer: 83 / 33.2
[stage by stage]
step	area [um^2]	util, %
5_1_grt	2260	23.5
3_5_place_dp	2170	22.5
4_1_cts	2300	23.8
2_1_floorplan	1350	-
3_3_place_gp	2170	22.5
6_report	2260	23.5
[power by group]
group          internal, W  switching (W)
registers          0.00129      0.0000584
clock network     0.000408       0.000415
logic             0.000458       0.000140
total              0.00216       0.000613
[what timing repair did]
action	CTS	global route
setup buffers	8	5
hold buffers	0	0
gates cloned	0	0
resized	64	14
endpoints found under the setup margin	32	17
