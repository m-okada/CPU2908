<file path="design/flow/design.v">
module executer(
	input wire [7:0]dataInE,
	input wire Q,
	input wire E,
	input wire nQ,
	input wire nE,
	input wire [23:0]regCtrl,
	output wire [7:0] dataOutE,
	output wire [15:0] addrOutE,
	output wire [7:0]flagOut,
	output wire [7:0]sigmon,
	output wire [15:0]CPMon
);
executer_s Executer_s(
	.Q(Q), .E(E), .nQ(nQ), .nE(nE),
	.dataIn({
		dataInE[0],dataInE[1],dataInE[2],dataInE[3],
		dataInE[4],dataInE[5],dataInE[6],dataInE[7]
	}),
	.dataOut({
		dataOutE[0],dataOutE[1],dataOutE[2],dataOutE[3],
		dataOutE[4],dataOutE[5],dataOutE[6],dataOutE[7]
	}),
	.addrOut({
		addrOutE[0],addrOutE[1],addrOutE[2],addrOutE[3],
		addrOutE[4],addrOutE[5],addrOutE[6],addrOutE[7],
		addrOutE[8],addrOutE[9],addrOutE[10],addrOutE[11],
		addrOutE[12],addrOutE[13],addrOutE[14],addrOutE[15]
	}),
	.flagOut({
		flagOut[0],flagOut[1],flagOut[2],flagOut[3],
		flagOut[4],flagOut[5],flagOut[6],flagOut[7]
	}),
	.misc({regCtrl[21],regCtrl[22]}),
	.buffSel({regCtrl[18],regCtrl[19]}),
	.flagLatchEn(regCtrl[17]),
	.stfr(regCtrl[16]),
	.writeBackSel({regCtrl[13],regCtrl[14],regCtrl[15]}),
	.writeBackEnable(regCtrl[12]),
	.wordRegSelector({regCtrl[10],regCtrl[11]}),
	.byteRegSelector({regCtrl[7],regCtrl[8],regCtrl[9]}),
	.ALU_M(regCtrl[6]),
	.ALUOpecode({regCtrl[2],regCtrl[3],regCtrl[4],regCtrl[5]}),
	.cySelector({regCtrl[0],regCtrl[1]}),
	.writeBack(sigmon),
	.CPMonitor(CPMon)
) ;
endmodule
module addrReg(
	input wire [15:0]in,
	input wire [7:0]writeBack,
	input wire [1:0]outSel,
	input wire clk,
	output wire [15:0]out,
	output wire [15:0]CPMonitor
);
wire [3:0]outreg;
assign outreg=outReg(outSel) ;
register16 A0(.D(in), .Q(out), .clk(clk), .nWE(~writeBack[4]), .nOE(~outreg[0])) ;
register16 A1(.D(in), .Q(out), .clk(clk), .nWE(~writeBack[5]), .nOE(~outreg[1])) ;
register16 CP(.D(in), .Q(out), .clk(clk), .nWE(~writeBack[6]), .nOE(~outreg[2]), .subPort(CPMonitor)) ;
register16 SP(.D(in), .Q(out), .clk(clk), .nWE(~writeBack[7]), .nOE(~outreg[3])) ;
function [3:0]outReg(
	input [1:0]sel
);
case(sel)
	2'b00 : outReg=4'b0001 ;
	2'b01 : outReg=4'b0010 ;
	2'b10 : outReg=4'b0100 ;
	2'b11 : outReg=4'b1000 ;
	default : outReg = 4'b0000 ;
endcase
endfunction
endmodule
module dataReg(
	input wire [7:0]in,
	input wire [7:0]writeBack,
	input wire [2:0]outSel,
	input wire clk,
	output wire [7:0]out
);
wire [3:0]outreg;
wire [3:0]tmp ;
assign tmp=outReg(outSel[1:0]) ;
assign outreg=outSel[2]==1'b0 ? tmp : 4'b0000 ;
register8 R0(.D(in), .Q(out), .clk(clk), .nWE(~writeBack[0]), .nOE(~outreg[0])) ;
register8 R1(.D(in), .Q(out), .clk(clk), .nWE(~writeBack[1]), .nOE(~outreg[1])) ;
register8 R2(.D(in), .Q(out), .clk(clk), .nWE(~writeBack[2]), .nOE(~outreg[2])) ;
register8 R3(.D(in), .Q(out), .clk(clk), .nWE(~writeBack[3]), .nOE(~outreg[3])) ;
function [3:0]outReg(
	input [1:0]sel
);
case(sel)
	2'b00 : outReg=4'b0001 ;
	2'b01 : outReg=4'b0010 ;
	2'b10 : outReg=4'b0100 ;
	2'b11 : outReg=4'b1000 ;
	default : outReg = 4'b0000 ;
endcase
endfunction
endmodule
module writeBackSelector(
	input wire wbEn,
	input wire E,
	input wire nQ,
	input wire [2:0] selector,
	output wire [7:0]writeBack,
	output wire writeClock
);
assign writeClock=(wbEn & nQ & E) ;
assign writeBack=wbEn==1'b1 ? wb(selector) : 8'b0 ;
function [7:0]wb(
	input [2:0]selector
);
begin
	case (selector)
		3'h0 : wb=8'b00000001 ;
		3'h1 : wb=8'b00000010 ;
		3'h2 : wb=8'b00000100 ;
		3'h3 : wb=8'b00001000 ;
		3'h4 : wb=8'b00010000 ;
		3'h5 : wb=8'b00100000 ;
		3'h6 : wb=8'b01000000 ;
		3'h7 : wb=8'b10000000 ;
	endcase
end
endfunction
endmodule
module splitter16_8x2(
	input wire [15:0]D,
	output wire [7:0]Hi,
	output wire [7:0]Lo
) ;
assign Hi=D[15:8] ;
assign Lo=D[7:0] ;
endmodule
module splitter8x2_16(
	input wire [7:0]Hi,
	input wire [7:0]Lo,
	output wire [15:0]Q
);
assign Q={Hi,Lo} ;
endmodule
module addrEx(
	input wire [15:0]offset,
	input wire [15:0]base,
	input wire [3:0]op,
	output wire [15:0]addrOut
);
wire mx0 ;
wire mx1 ;
wire sign ;
wire [15:0]offsetE ;
wire [15:0]baseE ;
assign baseE=base & {16{~op[3]}} ;
assign sign = ~((op[1] | ~offset[7]) & op[0]) ;
addrMux x1(.in(offset[7:0]), .sel(op[1]), .b(sign), .out(offsetE[7:0])) ;
addrMux x0(.in(offset[15:8]), .sel(op[0] | op[1]), .b(sign), .out(offsetE[15:8])) ;
wire cy ;
assign {cy, addrOut}=offsetE+baseE + {15'b0, op[2]} ;
endmodule
module addrMux(
	input wire [7:0]in,
	input wire sel,
	input wire b,
	output wire [7:0]out
);
assign out={8{sel}} & {8{b}} | {8{!sel}} & in ;
endmodule
module internalBusSelector(
);
endmodule
module flagReg(
	input wire [7:0]busIn,
	input wire inputSel,
	input wire latchEn,
	input wire clk,
	input wire cy,
	input wire ov,
	input wire zf,
	input wire sf,
	input wire intEnable,
	output wire [7:0]flagOut,
	output wire carryOut
);
reg [7:0] flagRegister ;
wire [7:0]flagT ;
assign flagOut=flagRegister ;
assign carryOut=flagRegister[0] ;
assign flagT=inputSel==1'b0 ? {sf, zf, intEnable, 1'b0, ov, 1'b0, 1'b1, cy} : busIn ;
always @(posedge clk)begin
	if(latchEn==1'b0) flagRegister <= flagT ;
end
endmodule
module const0(
	output wire [7:0]out
);
assign out=8'h0 ;
endmodule
</file>
<file path="design/flow/constraint.sdc">
current_design addrEx

set clk_period 14.9
set clk_io_pct 0.2

create_clock -name clk0 -period $clk_period

set non_clock_inputs [all_inputs -no_clocks]
set_input_delay [expr $clk_period * $clk_io_pct] -clock clk0 $non_clock_inputs
set_output_delay [expr $clk_period * $clk_io_pct] -clock clk0 [all_outputs]
</file>
<file path="design/flow/run.sh">
#!/bin/bash
# OpenROAD 26Q1-2900-gdf79404cd8, Yosys 0.63+post, stock flow scripts
make -C /OpenROAD-flow-scripts/flow DESIGN_CONFIG=/design/flow/config.mk WORK_HOME=/design/flow/orfs finish
</file>
<file path="design/flow/config.mk">
export PLATFORM = sky130hd
export DESIGN_NAME = addrEx
export DESIGN_NICKNAME = addrEx
export VERILOG_FILES = /design/flow/design.v
export SDC_FILE = /design/flow/constraint.sdc
export NUM_CORES = 4
export LEC_CHECK = 1
export CORE_AREA = 10 10 77 77
export DIE_AREA = 0 0 87 87
</file>
==> ds_physical_params.txt <==
Summary of implementation characteristics

Parameter                              Value

Synthesis
  Number of cells in Yosys stat .................. between 150 and 200
  Post-synth cell types .................. ~40
  Top cells, area .................. ha_1, nor2b_1, a21oi_1, o21a_1, xnor2_1
  Mean Syn Cell Area .................. roughly 7.0 µm²
  Fraction of the mapped netlist area in simple logic gates .................. ~29%
  Most used standard cell by instance count after synthesis .................. a21oi_1
  Proportion of netlist area held by the largest area contributor .................. 15.9%
  Compound-gate portion of the synthesized area .................. approximately 35%
  Yosys warns .................. 0
  Xor/xnor share of the synthesized area .................. just under 9%
  Synth top cells by count .................. a21oi_1, nor2b_1, ha_1
  Library cell occupying the most area in the post-synthesis netlist .................. ha_1
  Logic family by area .................. AND-OR/OR-AND gates
  Mux contribution to synthesized area .................. ~2.8%
  Yosys stat area .................. around 1100 µm²
  Synth Instances .................. about 160
  Portion of the post-synthesis area used by sequential elements .................. 0%
  Adder-Cell Fraction of Synth Area .................. around a fifth
  Mapped Area .................. between 1000 and 1500 µm²

GRT
  Most Used Layer, Global Route .................. met2
  Wire length of the first global-routing pass .................. ~5700 µm
  Met2 global-route usage .................. between 10% and 20%
  Largest net degree at the start of global routing .................. 17
  Fraction of met1 tracks used by global routing .................. roughly an eighth
  GR Util met3 .................. less than 1%
  Total Routing Usage GR .................. 8.90%
  Initial antenna violation count .................. 0
  Vias in the first global route .................. approximately 1,200
  Overall overflow remaining after global route .................. 0

Die
  Placement row count .................. 24
  Total I/O pin count .................. between 50 and 60
  Core Util at FP .................. 25.4%
  Horizontal extent of the die .................. slightly below 90 µm
  Y dimension of the die .................. between 80 and 90 µm
  Die area .................. about 7600 µm²
  Area inside the core boundary .................. roughly 4400 µm²

Final timing
  Measured slew at the worst slew-check pin .................. about 0.55 ns
  Fmax .................. 108 MHz
  Count of final setup violators .................. 0
  Worst max-slew margin expressed relative to the limit .................. between 60 and 70%
  Period minus WS final .................. 9.23 ns
  Worst Hold Slack .................. 7.05 ns
  Total negative setup slack .................. 0 ns
  Final critical-path share of the clock period .................. about three fifths
  Unrepaired setup endpoints after global routing .................. false
  Max-slew violation total from the final report .................. 0
  Number of hold violations in the final report .................. 0

Worst setup path
  Startpoint-to-endpoint class of the critical path .................. in -> out
  Kind of capture point of the worst setup path .................. output port
  Slowest stage cell, crit path .................. clkdlybuf4s50_1
  Worst path required time .................. 11.92 ns
  Startpoint Class .................. input port
  Worst EP arrival .................. about 6.3 ns
  CP Cell Sequence .................. clkdlybuf4s50_1 -> inv_2 -> nor2_1 -> a21oi_1 -> fa_1 -> fa_1 -> nand2b_1 -> a21oi_2 -> o41a_1 -> a21oi_1 -> or3_1 -> clkdlybuf4s50_1
  Maximum fanout encountered on the critical timing path .................. 9
  Crit-path max cell delay .................. approximately 0.50 ns

Power and ir drop
  Max rail drop VDD .................. 9.74 µV
  Static leakage power .................. slightly below 0.0007 µW
  Power density cells .................. between 40 and 50 nW/µm²

Placed design
  Detailed Place HPWL .................. 3080 µm
  Count of input and output buffers .................. between 50 and 60
  Routability cong. .................. ~0.86

Min path
  Hold/Removal Path Class .................. in -> out

Route
  Detailed-route DRC error count .................. 0
  Avg Vias per Cell .................. about 4.8
  Count of antenna-violating nets left after detailed routing .................. 0
  Number of vias after detailed routing .................. 1,234
  Number of detailed-route iterations in the first pass .................. 4
  First-iteration detailed-routing DRC count .................. 39
  Routed len/inst .................. 13.8 µm
  Total inserted antenna cells .................. 0
  Post-Route WL .................. 3540 µm

Finish
  Number of flip-flops and latches .................. 0
  Multi-input combinational cell area .................. about 1000 µm²
  Register cell area after layout .................. 0 µm²
  Fillcell total .................. between 400 and 500
  Share of cells above drive strength 1 .................. roughly 2.9%
  Clock buffer instance count of the final layout .................. 0
  Area growth from synthesis to final layout .................. 50.3%

Clocking
  Setup fix buffers added after clock tree synthesis .................. 0
  Cts repair resizes .................. 0
  Cts-stage hold buffer count .................. 0

Job
  Log Warnings .................. 32
  Max-cap violations .................. 0

Outcome
  Result of the run .................. finished, final reports clean
-- critical path: cells and delay by family --
family                   cells  cell delay, ns
buffers and inverters        3            1.00
AND/OR/NAND/NOR              3            0.88
AND-OR/OR-AND                4            0.55
adder cells (fa/ha/maj)      2            0.83
-- final timing paths --
check | start | to | slack [ns] | depth (start not counted)
worst min-delay path | base[15] | addrOut[15] | 7.05 | 5
worst max-delay path | op[1] | addrOut[12] | 5.67 | 12
-- where the power goes --
part | internal [µW] | switching [µW]
Combinational | 45.8 | 30.6
Clock | 0 | 0
Sequential | 0 | 0
Total | 45.8 | 30.6
-- per-layer routing --
metal | wire length [µm] | vias up | share of wire, %
met5 | 0 | - | 0
met4 | 0 | 0 | 0
met3 | 186 | 0 | 5.3
met2 | 1710 | 25 | 48
met1 | 1640 | 543 | 46
li1 | - | 666 | -
-- area by class of cell --
type	instances	share of cell area [%]
inverters	8	1.81
repair buffers	52	31.3
multi-input cells	145	62.9
well taps	52	3.92
-- cells in the final DEF (no fill, tap or decap), types with 2 or more instances in the layout --
master and instances:
nor3_1 4, xor2_1 4, nor2_1 10, nand3b_1 2, xnor2_1 7, o21ai_1 2, o21ai_0 4, inv_1 7
clkdlybuf4s50_1 52, nand2_1 12, o211ai_1 3, a21o_2 2, mux2i_1 2, a21oi_1 17, nand3_1 2, nor2b_1 16
ha_1 14, nand2b_1 7, fa_1 2, o21a_1 11, a21o_1 6, and4b_1 2
-- through the flow --
stage          total power (µW)  utilization, %  std cells  area, µm²  setup slack, ns
2_1_floorplan              39.9               -        158       1100             6.86
3_3_place_gp               77.5            38.1        257       1660             5.69
3_5_place_dp               77.3            38.1        257       1660             5.64
4_1_cts                    77.9            38.1        257       1660             5.63
5_1_grt                    85.3            38.1        257       1660             5.42
6_report                   76.4            38.1        257       1660             5.67
-- cells by family (layout without fill, tap and decap cells) --
| logic type | Yosys count | after routing |
|---|---|---|
| fa+ha+maj | 16 | 16 |
| compound gates | 56 | 56 |
| xor+xnor | 11 | 11 |
| mux | 3 | 3 |
| buf+inv | 13 | 60 |
| simple gates | 59 | 59 |
Power and IR drop assume default switching activity.
