`run.sh`:
```
#!/bin/bash
# OpenROAD 26Q1-2900-gdf79404cd8, Yosys 0.63+post, stock flow scripts
make -C /OpenROAD-flow-scripts/flow DESIGN_CONFIG=/design/flow/config.mk WORK_HOME=/design/flow/orfs finish
```
`config.mk`:
```
export PLATFORM = sky130hd
export DESIGN_NAME = adder16
export DESIGN_NICKNAME = adder16
export VERILOG_FILES = /design/flow/design.v
export SDC_FILE = /design/flow/constraint.sdc
export NUM_CORES = 4
export LEC_CHECK = 1
export CORE_AREA = 10 10 80 80
export DIE_AREA = 0 0 90 90
```
`constraint.sdc`:
```
current_design adder16

set clk_period 10.1
set clk_io_pct 0.2

create_clock -name clk0 -period $clk_period

set non_clock_inputs [all_inputs -no_clocks]
set_input_delay [expr $clk_period * $clk_io_pct] -clock clk0 $non_clock_inputs
set_output_delay [expr $clk_period * $clk_io_pct] -clock clk0 [all_outputs]
```
`design.v`:
```
module ALU(
	input wire [7:0]A,
	input wire [7:0]B,
	input wire [3:0]S,
	input wire Cin,
	input wire M,
	output wire [7:0]YA,
	output wire [7:0]YL,
	output wire CY,
	output wire ZF,
	output wire OV,
	output wire SF
);
wire [7:0]lout ;
wire [7:0]aout ;
wire [7:0]yy ;
wire cc ;
ALU_L8 il(.S(S), .A(A), .B(B), .Y(lout)) ;
ALU_A8 ia(.Cin(Cin), .A(A), .B(lout), .Y(aout), .CY(cc)) ;
assign YL=lout ;
wire isSxR ;
wire isSXT ;
wire isx8 ;
wire LSel ;
wire norT ;
assign norT=~(isSxR | isSXT | isx8) ;
assign CY=~( ~(cc | isSxR) | (!A[0] & isSxR) | M) ;
zeroFlag zf(YA, ZF) ;
assign SF=YA[7] ;
assign OV=(~S[0] ^ (A[7] ^ B[7])) & (A[7] ^ YA[7]) ;
assign isSxR=!M & S[0] & !S[1] & S[2] & S[3] ;
assign isSXT=!M & S[0] & !S[1] & S[2] & !S[3] ;
assign isx8=!M & S[0] & S[1] & S[2] & !S[3] ;
tristateBuff8 tb0(
	.D({Cin,A[7],A[6],A[5],A[4],A[3],A[2],A[1]}),
	.nOE(~isSxR),
	.Q(yy)
) ;
tristateBuff8 tb1(
.D({8{A[7]}}),
.nOE(~isSXT),
.Q(yy)
) ;
tristateBuff8 tb2(
	.D({A[4],A[3],A[2],A[1],A[0],3'b0}),
	.nOE(~isx8),
	.Q(yy)
) ;
tristateBuff8 tbA(
	.D(aout),
	.nOE(~(norT & (M==1'b0))),
	.Q(yy)
) ;
assign YA=yy ;
endmodule
module ALU_A8(
	input wire Cin,
	input wire [7:0]A,
	input wire [7:0]B,
	output wire [7:0]Y,
	output wire CY
);
assign {CY, Y}=A+B+{8'b0, Cin} ;
endmodule
module ALU_L8(
	input wire [3:0]S,
	input wire [7:0]A,
	input wire [7:0]B,
	output wire [7:0]Y
);
assign Y={
	selector({A[0],B[0]},S),
	selector({A[1],B[1]},S),
	selector({A[2],B[2]},S),
	selector({A[3],B[3]},S),
	selector({A[4],B[4]},S),
	selector({A[5],B[5]},S),
	selector({A[6],B[6]},S),
	selector({A[7],B[7]},S)
} ;
function selector;
	input [1:0]sel;
  	input [3:0]tbl;
	case ( sel )
   		2'b00 : selector=tbl[0] ;
		2'b01 : selector=tbl[1] ;
		2'b10 : selector=tbl[2] ;
		2'b11 : selector=tbl[3] ;
  	endcase
endfunction
endmodule
module adder16(
	input wire [15:0]A,
	input wire [15:0]B,
	input wire Cin,
	output wire [15:0]Y
);
wire cout ;
assign {cout, Y}=A+B+Cin ;
endmodule
module zeroFlag(
	input wire [7:0]A,
	output wire zf
);
assign zf=~(A[7] | A[6] | A[5] | A[4] | A[3] | A[2] | A[1] | A[0]) ;
endmodule
```
==> summary.txt <==
This note records the results obtained with Yosys and OpenROAD.

Placed design
The number of port buffers is between 40 and 50. The instance count after placement with tap cells included is roughly 210. The weighted congestion at the end of routability-driven global placement is 0.833. The final HPWL from detailed placement is between 2000 and 2500 um.

Die
The vertical die dimension reported for this design is 90 um. Before placement the cells fill 15.3% of the core. The floorplan step defined a core boundary enclosing 4720 um^2. The die covers 8100 um^2. The floorplan row count is 25. For this design the top-level I/O count stands at 49.

Measured along the x axis, the die boundary spans roughly 90 um.

Layout
The area overhead of the layout relative to synthesis is 79.3%. The number of clock buffer instances in the layout is 0. Of the cells placed in the final design, the portion with a size suffix greater than 1 is 2.04%. The storage element area is 0 um^2. The flip-flop and latch count is 0. Excluding fillers, the count of instances in the completed layout stands at between 200 and 250. The layout has slightly above 500 filler cells.

Timing
Post-route period utilization is reported as 66.3%. The final layout reports a setup TNS of 0 ns. Per the final timing report, the hold violations number 0.

The worst slew slack as a fraction of its limit is between 70% and 80%. For this run, the final setup violation count is recorded as 0. Setup repair after global routing left no endpoint under its margin. Max-slew check failures listed in the final report amount to 0. The pin slew with the least headroom to its limit is 0.314 ns. The final period demand of the worst path is 6.70 ns. The maximum frequency from static timing analysis is between 100 and 150 MHz.

Worst setup path
The data required time reported for the critical path is between 8 and 9 ns. STA puts the critical path data arrival time at ~4.7 ns. The endpoint kind of the worst setup timing path is an output port.

The launch point of the worst path is A[0]. STA classifies the critical path startpoint as a primary input. By startpoint and endpoint, the worst setup path is classified as in -> out.

The maximum fanout encountered on the critical timing path is 2. Per STA, the endpoint of the critical path is Y[12].

CTS
Per the repair_timing log after CTS, setup buffers inserted total 0. The post-cts resize count is 0. In this run, post-CTS hold repair placed 0 buffers.

Synth
For reference, the top cells by area after synthesis are sky130_fd_sc_hd__ha_1 (24%), sky130_fd_sc_hd__xnor2_1 (8.5%), sky130_fd_sc_hd__xor2_1 (8.5%). The top cell type by total area after synthesis is sky130_fd_sc_hd__ha_1. During synthesis, Yosys emitted a total of 0 warnings.

A synthesized cell averages 7.39 um^2. The number of standard cells after synthesis is 98. The cell area that synthesis handed to floorplanning was 724 um^2. According to the Yosys statistics, the synthesized design has a chip area of a little over 700 um^2. The register share after synthesis is 0%. The gate-level netlist out of Yosys references 28 unique cell types. In the Yosys report the total cell count is 98.

After synthesis, the largest area contributor takes up 24.2% of total cell area.

Global routing
The global routing report lists combined usage of all routing layers as 6.00%. The first global-routing pass estimated approximately 4200 um of wire. The remaining global-route overflow is 0.

The maximum number of pins on one net before global-route repair is 7. The number of antenna violations at the first check in global routing is 0. The number of global-route vias before repair was 884.

Drt
Once detail routing completed, the nets flagged for antenna violations numbered 0. The detailed-route via count is 857. The DRC violation total after the first TritonRoute iteration is between 50 and 60. The diode insertion count for antenna repair is 0. The routed layout reports a DRC error count of 0. The final layout contains routed wiring with a total length of 2420 um.

The number of detailed-routing iterations run before antenna repair is 4. The via density per instance is 4.00. The detail-routed net length per standard cell is 11.3 um.

Job
The warning total across the stage logs is 32. Max-cap violations in this run came to 0.

Min path
The worst hold path class is in -> out.

Pwr
The total power is between 80 and 90 uW. The highest supply drop recorded on VDD is 12.3 uV. The power per cell area is 64.3 nW/um^2. The static leakage power is 0.538 nW.

Outcome
The flow ran to the end, and the final reports show no timing, DRC or antenna violations.
cell type report:
| type | count | area (um^2) | area share, % |
|---|---|---|---|
| inverter | 5 | 18.8 | 1.45 |
| multi-input combinational | 93 | 706 | 54.3 |
| tap | 67 | 83.8 | 6.45 |
| timing repair buffer | 49 | 490 | 37.8 |
kinds of logic (layout without fill, tap and decap cells):
group / count (synthesis) / in the layout / share of synthesized area (%)
AND/OR/NAND/NOR: 26 / 26 / 17.6
adder cells (fa/ha/maj): 16 / 16 / 29.7
AND-OR/OR-AND: 36 / 36 / 31.8
multiplexers: 1 / 1 / 1.38
buffers and inverters: 5 / 54 / 2.59
XOR/XNOR: 14 / 14 / 16.9
how the worst min path moves through the flow:
stage	startpoint	to	slack, ns	depth (start not counted)
4_1_cts	Cin	Y[0]	5.15	3
5_1_grt	Cin	Y[0]	5.17	3
6_report	B[1]	Y[1]	5.13	5
power breakdown:
group / switching [mW] / internal [mW] / total [mW]
sequential: 0 / 0 / 0
clock: 0 / 0 / 0
combinational: 0.0299 / 0.0536 / 0.0835
total: 0.0299 / 0.0536 / 0.0835
worst max-delay path: stages:
cell	delay [ns]
sky130_fd_sc_hd__clkdlybuf4s50_1	0.49
sky130_fd_sc_hd__fa_1	0.20
sky130_fd_sc_hd__inv_1	0.05
sky130_fd_sc_hd__fa_1	0.39
sky130_fd_sc_hd__nand2b_1	0.18
sky130_fd_sc_hd__a21oi_1	0.18
sky130_fd_sc_hd__o2111ai_1	0.19
sky130_fd_sc_hd__a311oi_1	0.30
sky130_fd_sc_hd__xor2_1	0.18
sky130_fd_sc_hd__clkdlybuf4s50_1	0.50
placed cells by master, fill, tap and decap left out, drive strengths merged:
master and count:
inv 5, clkdlybuf4s50 49, xor2 7, nor2 6
a211oi 1, xnor2 7, fa 2, nor3b 1
and3 1, ha 14, a211o 1, nand2b 4
o211ai 1, a32oi 1, mux2i 1, nand2 7
nor2b 2, a21o 4, a31oi 1, a311oi 1
nand4 2, o21a 2, o21ai 7, a21oi 15
o21bai 1, nor3 2, o2111ai 1, nand3 1
layer usage:
| layer | track usage, % | wire length (um) | up-vias |
|---|---|---|---|
| met5 | 0 | 0 | - |
| li1 | - | - | 464 |
| met1 | 7.57 | 1100 | 377 |
| met4 | 0 | 0 | 0 |
| met2 | 11.4 | 1270 | 16 |
| met3 | 0.503 | 57 | 0 |
per-stage QoR:
| stage | util, % | area (um^2) | setup WS [ns] | hold WS [ns] |
|---|---|---|---|---|
| global placement | 27.5 | 1300 | 3.40 | 5.14 |
| CTS | 27.5 | 1300 | 3.35 | 5.15 |
| finish | 27.5 | 1300 | 3.40 | 5.13 |
| floorplan | - | 724 | 4.57 | 4.14 |
| detailed placement | 27.5 | 1300 | 3.39 | 5.14 |
| global route | 27.5 | 1300 | 3.18 | 5.17 |
Yosys cell counts:
library cell,instances
sky130_fd_sc_hd__nand2b_1,4
sky130_fd_sc_hd__a31oi_1,1
sky130_fd_sc_hd__nor2_1,6
sky130_fd_sc_hd__o21ai_0,7
sky130_fd_sc_hd__nor2b_1,2
sky130_fd_sc_hd__o21a_1,2
sky130_fd_sc_hd__nor3b_1,1
sky130_fd_sc_hd__nor3_1,2
sky130_fd_sc_hd__fa_1,2
sky130_fd_sc_hd__a32oi_1,1
sky130_fd_sc_hd__inv_1,5
sky130_fd_sc_hd__o21bai_1,1
sky130_fd_sc_hd__nand4_1,2
sky130_fd_sc_hd__nand3_1,1
sky130_fd_sc_hd__xor2_1,7
sky130_fd_sc_hd__a311oi_1,1
sky130_fd_sc_hd__a211oi_1,1
sky130_fd_sc_hd__o211ai_1,1
sky130_fd_sc_hd__a211o_1,1
sky130_fd_sc_hd__xnor2_1,7
sky130_fd_sc_hd__and3_1,1
sky130_fd_sc_hd__a21oi_1,12
sky130_fd_sc_hd__nand2_1,7
sky130_fd_sc_hd__ha_1,14
sky130_fd_sc_hd__o2111ai_1,1
sky130_fd_sc_hd__a21oi_2,3
sky130_fd_sc_hd__mux2i_1,1
sky130_fd_sc_hd__a21o_1,4
Power and IR drop assume default switching activity.
